<file path="./design.v">
`default_nettype none
`timescale 1ns/1ps
module gray_encode #(parameter int W = 32) (input [W-1:0] dec, output logic [W-1:0] gray);
  always_comb gray  = dec ^ (dec >> 1);
endmodule  
</file>
<file path="./run.sh">
#!/bin/bash
# OpenROAD 26Q1-2900-gdf79404cd8, Yosys 0.63+post, stock flow scripts
make -C /OpenROAD-flow-scripts/flow DESIGN_CONFIG=/design/flow/config.mk WORK_HOME=/design/flow/orfs finish
</file>
<file path="./config.mk">
export PLATFORM = sky130hd
export DESIGN_NAME = gray_encode
export DESIGN_NICKNAME = gray_encode
export VERILOG_FILES = /design/flow/design.v
export SDC_FILE = /design/flow/constraint.sdc
export NUM_CORES = 4
export LEC_CHECK = 1
export CORE_AREA = 10 10 70 70
export DIE_AREA = 0 0 80 80
</file>
<file path="./constraint.sdc">
current_design gray_encode

set clk_period 1.0
set clk_io_pct 0.2

create_clock -name clk0 -period $clk_period

set non_clock_inputs [all_inputs -no_clocks]
set_input_delay [expr $clk_period * $clk_io_pct] -clock clk0 $non_clock_inputs
set_output_delay [expr $clk_period * $clk_io_pct] -clock clk0 [all_outputs]
</file>
==> impl_metrics.ini <==
; flow metrics
[sta]
max_freq_mhz = 1020
setup-tns-final_ns = 0
rsz0062_at_grt = true
drv_slew = 0
period_needed_ns = 0.981
hold_viol_final = 0
max_slew_margin = 0.908
fin_crit_sh = 0.981
worst_pin_slew_ns = 0.137
setup_viol = 0

[run]
warnings = 33
maxCapViolations = 0

[floorplanning]
core_area_mm2 = 0.00342
row_count = 21
fp-utilization = 0.0817
die_h_um = 80
die_w_um = 80
num_io_pins = 64
fp.dieArea_mm2 = 0.00640

[route]
routed_wl_mm = 2.08
initialDrtViolationCount = 1
viasPerCell = 2.99
num_vias = 424
wl_per_cell_um = 14.6
postRouteAntennaNets = 0
drc = 0
firstDrtPassIters = 2
diodes = 0

[grt]
grt.overflow.total = 0
grt_max_degree = 3
grt_pass1_wl_mm = 2.83
antenna_found_initial = 0
grt_pass1_vias = 460
grtUsageTotal = 0.0584

[power]
vdd_drop_max_mv = 0.0746
power_density_mw_per_mm2 = 412
leakagePower_nw = 0.431

[run_status]
run_status = complete, no violations

[worst_setup_path]
path_cells = clkdlybuf4s15_2 > xor2_1 > dlygate4sd2_1
critPathSlowestCell = dlygate4sd2_1
worstPathMaxFanout = 2
crit_family = buffers and inverters
crit_path_start_kind = primary input
cp.required_ns = 0.80
cp-end-kind = output pin
worstSetupPathType = primary input to output pin
cpPeakStageDelay_ns = 0.25
crit_buf_inv = 2
crit_start = dec[10]
arrival_ns = 0.78

[layout]
final_util = 0.256
flops = 0
n_clock_buffer = 0
layout.area.comb_um2 = 272
final-seq-area_um2 = 0
fillers = 385
syn_to_final_growth_pct = 213
drive_above_1_share = 0.396

[hold_path]
min_from = dec[5]
hold_class = primary input to output pin
hold_depth = 3
hold_path_end = gray[5]

[clock_tree]
post_cts_buffers = 0

[synthesis]
syn_area_per_cell_um2 = 8.72
postSynthSeqShare = 0
yosys_area_um2 = 279
ys_warn_count = 1
ys_types = 2
ys_cells = 32
syn_area_um2 = 279
synthCells = 32

[placement]
numPortBuffers = 64
hpwlAfterDp_mm = 2.05
gp_congestion = 0.767
[routing by layer]
layer / vias up / wire length [µm] / track usage
met1: 193 / 557 / 0.0481
met3: 0 / 28 / 0.00341
li1: 227 / - / -
met5: - / 0 / 0
met2: 4 / 1490 / 0.142
met4: 0 / 0 / 0
[kinds of logic (layout without fill, tap and decap cells)]
kind of cell | count (synthesis) | count (layout) | share of synthesized area
xor gates and xnor gates | 31 | 31 | 0.973
buffers and inverters | 1 | 65 | 0.0269
[tightest hold or removal path, stage by stage]
cell,delay (ns)
clkbuf_2,0.10
xor2_1,0.06
clkbuf_2,0.10
[cell type report]
type	count	area share
repair buffers	65	0.624
multi-input cells	31	0.310
well taps	46	0.0658
[where the power goes]
group,internal [W],total [W],switching (W)
sequential,0,0,0
clock,0,0,0
combinational,0.000245,0.000361,0.000115
[worst max-delay path by stage]
stage	slack (ns)	to	depth (start not counted)
after CTS	0.001	gray[16]	3
after global routing	-0.0005	gray[12]	3
final	0.02	gray[10]	3
[placed cells by master (no fill, tap or decap), drive strengths merged]
cell           Yosys  routed
xor2              31      31
dlygate4sd2        0      14
buf                1      19
clkdlybuf4s15      0      28
clkbuf             0       4
[cells in the mapped netlist]
master | n | area share
xor2_1 | 31 | 0.97
buf_4 | 1 | 0.027
[stage by stage]
stage	area [µm²]	hold WS, ns	worst slack (ns)	total power [W]	cells
final	875	0.666	0.0188	0.000361	142
after global placement	977	1.34	-0.623	0.000500	142
after detailed placement	977	1.34	-0.619	0.000500	142
after floorplan	279	0.425	0.481	0.0000539	32
after global routing	875	0.689	-0.000495	0.000397	142
after CTS	926	0.687	0.00112	0.000385	142
[repair_timing]
action / 4_1_cts / 5_1_grt
gates resized: 154 / 15
endpoints found under the setup margin: 32 / 16
hold buffers: 0 / 0
pin swaps: 11 / 4
Power figures rest on the tool's default switching activity, not on a simulated workload.
